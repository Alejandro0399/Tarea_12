### flow/run.sh
#!/bin/bash
# OpenROAD 26Q1-2900-gdf79404cd8, Yosys 0.63+post, stock flow scripts
make -C /OpenROAD-flow-scripts/flow DESIGN_CONFIG=/design/flow/config.mk WORK_HOME=/design/flow/orfs finish
### flow/config.mk
export PLATFORM = sky130hd
export DESIGN_NAME = PipelineRegister
export DESIGN_NICKNAME = PipelineRegister
export VERILOG_FILES = /design/flow/design.v
export SDC_FILE = /design/flow/constraint.sdc
export NUM_CORES = 4
export LEC_CHECK = 1
export CORE_UTILIZATION = 30
### flow/constraint.sdc
current_design PipelineRegister

set clk_period 1.0
set clk_io_pct 0.2

create_clock -name clk0 -period $clk_period [get_ports {clk}]

set non_clock_inputs [all_inputs -no_clocks]
set_input_delay [expr $clk_period * $clk_io_pct] -clock clk0 $non_clock_inputs
set_output_delay [expr $clk_period * $clk_io_pct] -clock clk0 [all_outputs]
### flow/design.v
module PipelineRegister
#(
	parameter N=32,
	parameter start=0
)
(
	input clk,
	input enable,
	input reset,
	input  [N-1:0] DataInput,
	output reg [N-1:0] DataOutput
);	
	always@(negedge reset or negedge clk) begin
		if(reset==0)
			DataOutput <=start;
		else
			if(enable==1)
				DataOutput<=DataInput;
	end
endmodule
==> results_dict.tcl <==
# metrics dict for downstream scripts
set metrics [dict create \
    status "finished, violations left" \
    violations "setup timing" \
    critPathMaxFanout 2 \
    critPathRequiredTime_ns 0.80 \
    synthCells 68 \
    ys_ff 32 \
    tightest_slew_ns 0.176 \
    cpMaxStageDelayCell "dfrtn_1" \
    drive_gt1_frac 0.607 \
    post_drt_wl_per_cell_um 13.4 \
    cp-start-kind "flip-flop" \
    yosysCellCount 68 \
    power_frac_seq 0.446 \
    cp_top_family "flip-flops" \
    hold_viol 0 \
    comb_area_um2 480 \
    clk_pin_slew_ns 0.05 \
    initial_utilization 0.325 \
    largest_register_ffs 32 \
    ir_worst_vdd_mv 0.823 \
    p_per_area_nw_per_um2 1510 \
    placed_area_um2 2100 \
    cp.arrival_ns 1.31 \
    slew-limit-headroom 0.883 \
    combPwrFrac 0.200 \
    cts_buffers 5 \
    cp_num_buf_inv 1 \
    clock_sinks 32 \
    setup_viol 64 \
    ys_chip_area_um2 1350 \
    hold_path.class "reg2reg" \
    chipArea_um2 4760 \
    grt_pass1_wl_mm 4.43 \
    drc 0 \
    stdcell_area_um2 2240 \
    cts_tree "yes" \
    fin_ws_ns -0.513 \
    viasPerCell 4.09 \
    switching_power_w 0.000688 \
    via_count 892 \
    seq_area_um2 801 \
    ctsRootBufferMaster "clkbuf_8" \
    warnings 28 \
    clockBufferDepth 2 \
    place_congestion 0.679 \
    critPathKind "reg2out" \
    final_cell_count_no_fill 218 \
    die_w_um 69.0 \
    fin_skew_ns 0 \
    swShare 0.204 \
    dr.first_iter.drc_count 15 \
    maxCapViolCount 0 \
    p_leak_nw 1.20 \
    cp_slowest_stage_delay_ns 0.42 \
    grt_max_degree 33 \
    yosysWarnings 1 \
    area_growth_pct 66.5 \
    antenna_found_initial 0 \
    reg_top3 "DataOutput: 32 flops" \
    ios 67 \
    regMostFlops "DataOutput" \
    dp_hpwl_mm 1.97 \
    clkPwrFrac 0.354 \
    num_rows 23 \
    worstPathCellList "buf_2" \
    syn_avg_cell_area_um2 19.8 \
    first_pass_iters 2 \
    grt_pass1_vias 909 \
    postCtsHoldBufs 0 \
    crit_path_end_kind "output port" \
    htreeDepth 2 \
    placed_cells 190 \
    antenna_cells 0 \
    drtAntennaViolNets 0 \
    clk_latency_ns 0.29 \
    rsz0062_at_grt "yes" \
    ys_seq_frac 0.595 \
    grt_remaining_overflow 0 \
    place_ws_ns -0.582 \
    maxSlewViolCount 0 \
    p_int_w 0.00269 \
    synth_area_um2 1350 \
    portBuffers 66 \
    synth_cell_types 5 \
    wirelength_mm 2.92 \
    die_h_um 69.0 \
    core_um2 4140 \
    fillers 367 \
    track_usage 0.133 \
]
metal layers:
layer | vias to the layer above | global-route usage | routed length (um)
met2 | 37 | 0.206 | 1330
met1 | 419 | 0.190 | 1330
li1 | 432 | - | -
met3 | 4 | 0.0500 | 240
met4 | 0 | 0.0128 | 29
met5 | - | 0 | 0
kinds of logic after synthesis:
| logic type | after synthesis | share of synthesized area |
|---|---|---|
| muxes | 32 | 0.352 |
| DFF | 32 | 0.595 |
| buffers and inverters | 4 | 0.0530 |
cells in the final DEF (no fill, tap or decap):
master | synthesis | final
buf_12 | 3 | 5
buf_16 | 0 | 1
buf_2 | 0 | 32
buf_4 | 0 | 24
buf_8 | 0 | 1
bufinv_16 | 0 | 1
clkbuf_1 | 0 | 1
clkbuf_8 | 0 | 5
clkdlybuf4s50_1 | 0 | 1
clkinv_2 | 0 | 1
dfrtn_1 | 32 | 32
dlygate4sd2_1 | 0 | 28
dlymetal6s2s_1 | 0 | 4
mux2_4 | 30 | 32
path summary, 6_finish.rpt:
check                                                  end                        from  slack (ns)  cells after the start
worst max-delay path                         DataOutput[5]   DataOutput[5]$_DFFE_NN0P_       -0.51                      1
worst min-delay path             DataOutput[6]$_DFFE_NN0P_   DataOutput[6]$_DFFE_NN0P_        0.45                      1
worst max register to register  DataOutput[16]$_DFFE_NN0P_  DataOutput[16]$_DFFE_NN0P_           0                      3
worst min register to register   DataOutput[6]$_DFFE_NN0P_   DataOutput[6]$_DFFE_NN0P_        0.45                      1
max in group asynchronous       DataOutput[23]$_DFFE_NN0P_                       reset        0.13                      2
min in group asynchronous        DataOutput[9]$_DFFE_NN0P_                       reset        0.67                      2
power groups by stage:
stage | registers [W] | logic [W] | clock network, W
6_report | 0.00150 | 0.000676 | 0.00120
5_1_grt | 0.00152 | 0.000729 | 0.00131
4_1_cts | 0.00150 | 0.000668 | 0.00124
metrics by stage:
stage | hold WS (ns) | setup TNS, ns | utilization | total power [W]
2_1_floorplan | 0.296 | -14.44 | - | 0.00176
3_3_place_gp | 0.452 | -40.17 | 0.508 | 0.00223
3_5_place_dp | 0.451 | -40.49 | 0.508 | 0.00223
4_1_cts | 0.452 | -20.11 | 0.534 | 0.00341
5_1_grt | 0.466 | -20.39 | 0.540 | 0.00356
6_report | 0.453 | -19.32 | 0.540 | 0.00338
cell usage after synthesis, drive strengths merged:
library cell	n	area [um^2]
buf	4	71.3
dfrtn	32	801
mux2	32	473
layout make-up:
class / count / share of cell area
clock buffers: 6 / 0.0324
clock inverters: 2 / 0.0156
multi-input cells: 32 / 0.215
flip-flops and latches: 32 / 0.358
well taps: 50 / 0.0279
repair buffers: 96 / 0.352
what timing repair did:
item	CTS	global route
cloned	2	0
endpoints found under the hold margin	0	0
resized	132	6
buffers inserted	14	6
pin swaps	0	0
endpoints found under the setup margin	64	64
No activity file was given, so power comes from the tool's default toggle rates.
